$ cat run.sh
#!/bin/bash
# OpenROAD 26Q1-2900-gdf79404cd8, Yosys 0.63+post, stock flow scripts
make -C /OpenROAD-flow-scripts/flow DESIGN_CONFIG=/design/flow/config.mk WORK_HOME=/design/flow/orfs finish
$ cat config.mk
export PLATFORM = sky130hd
export DESIGN_NAME = nnrv_id
export DESIGN_NICKNAME = nnrv_id
export VERILOG_FILES = /design/flow/design.v
export SDC_FILE = /design/flow/constraint.sdc
export NUM_CORES = 4
export LEC_CHECK = 1
export CORE_UTILIZATION = 50
$ cat constraint.sdc
current_design nnrv_id

set clk_period 16.5
set clk_io_pct 0.2

create_clock -name clk0 -period $clk_period [get_ports {i_clk}]

set non_clock_inputs [all_inputs -no_clocks]
set_input_delay [expr $clk_period * $clk_io_pct] -clock clk0 $non_clock_inputs
set_output_delay [expr $clk_period * $clk_io_pct] -clock clk0 [all_outputs]
$ cat design.v
`default_nettype none
module nnrv_id
(
i_clk,
i_rst,
i_if_instr,
i_if_pc,
o_if_jmp_stall,
o_if_jmp_pc,
o_if_hazard_stall,
o_exec_pc,
o_exec_op1,
o_exec_op2,
o_exec_type,
o_exec_rd_en,
o_exec_rd,
o_exec_ram_mask,
o_exec_sign,
o_reg_r1_en,
o_reg_r1,
i_reg_r1_reg,
o_reg_r2_en,
o_reg_r2,
i_reg_r2_reg,
i_exec_rd_en,
i_exec_rd_ready,
i_exec_rd,
i_exec_rd_reg,
i_mem_rd_en,
i_mem_rd_ready,
i_mem_rd,
i_mem_rd_reg
);
parameter INSTR_WIDTH = 32;
parameter XLEN = 32;
input wire i_clk;
input wire i_rst;
input wire [INSTR_WIDTH-1:0] i_if_instr;
input wire [XLEN-1:0] i_if_pc;
output wire o_if_jmp_stall;
output wire [XLEN-1:0] o_if_jmp_pc;
output wire o_if_hazard_stall;
output wire [XLEN-1:0] o_exec_pc;
output wire [XLEN-1:0] o_exec_op1;
output wire [XLEN-1:0] o_exec_op2;
output wire [3:0] o_exec_type;
output wire o_exec_rd_en;
output wire [4:0] o_exec_rd;
output wire [3:0] o_exec_ram_mask;
output wire o_exec_sign;
output wire o_reg_r1_en;
output wire [4:0] o_reg_r1;
input wire [XLEN-1:0] i_reg_r1_reg;
output wire o_reg_r2_en;
output wire [4:0] o_reg_r2;
input wire [XLEN-1:0] i_reg_r2_reg;
input wire i_exec_rd_en;
input wire i_exec_rd_ready;
input wire [4:0] i_exec_rd;
input wire [XLEN-1:0]i_exec_rd_reg;
input wire i_mem_rd_en;
input wire i_mem_rd_ready;
input wire [4:0] i_mem_rd;
input wire [XLEN-1:0]i_mem_rd_reg;
wire [6:0] opcode;
wire [4:0] rd_idx;
wire [4:0] rs1_idx;
wire [4:0] rs2_idx;
wire [2:0] funct3;
wire [6:0] funct7;
wire [5:0] imm_30_25;
wire [3:0] imm_24_21;
wire [3:0] imm_11_8;
wire [7:0] imm_19_12;
wire [10:0] imm_30_20;
wire imm_30;
wire imm_20;
wire imm_7;
wire imm_sign;
wire [4:0] shamt_5;
wire [XLEN-1:0] i_imm;
wire [XLEN-1:0] s_imm;
wire [XLEN-1:0] b_imm;
wire [XLEN-1:0] u_imm;
wire [XLEN-1:0] j_imm;
wire [INSTR_WIDTH-1:0] id_instr;
wire rs1_valid;
wire rs2_valid;
wire id_hazard_stall;
wire exec_hazard_stall;
wire exec_rd_rs1_ready;
wire exec_rd_rs2_ready;
wire mem_hazard_stall;
wire mem_rd_rs1_ready;
wire mem_rd_rs2_ready;
wire hazard_stall;
reg [XLEN-1:0] exec_op1 = {XLEN{1'b0}};
reg [XLEN-1:0] exec_op2 = {XLEN{1'b0}};
reg [3:0] exec_type = 4'b0;
reg exec_rd_en = 1'b0;
reg [4:0] exec_rd = 5'b0;
reg [XLEN-1:0] exec_pc = {XLEN{1'b0}};
reg [3:0] exec_ram_mask = 4'b0000;
reg exec_sign = 1'b0;
reg reg_r1_en = 1'b1;
reg reg_r2_en = 1'b1;
reg jmp_stall = 1'b0;
reg [XLEN-1:0] jmp_pc = {XLEN{1'b0}};
wire [XLEN-1:0] r1_reg;
wire [XLEN-1:0] r2_reg;
assign id_instr = (jmp_stall) ? 32'h00000013 : i_if_instr;
assign opcode = id_instr[6:0];
assign rd_idx = id_instr[11:7];
assign rs1_idx = id_instr[19:15];
assign rs2_idx = id_instr[24:20];
assign funct3 = id_instr[14:12];
assign funct7 = id_instr[31:25];
assign imm_30_25 = id_instr[30:25];
assign imm_24_21 = id_instr[24:21];
assign imm_11_8 = id_instr[11:8];
assign imm_19_12 = id_instr[19:12];
assign imm_30_20 = id_instr[30:20];
assign imm_sign = id_instr[31];
assign imm_7 = id_instr[7];
assign imm_20 = id_instr[20];
assign imm_30 = id_instr[30];
assign i_imm =  {{21{imm_sign}}, imm_30_25, imm_24_21, imm_20};
assign s_imm = {{21{imm_sign}}, imm_30_25, imm_11_8, imm_7};
assign b_imm = {{20{imm_sign}}, imm_7, imm_30_25, imm_11_8, 1'b0};
assign u_imm = {imm_sign, imm_30_20, imm_19_12, 12'b0};
assign j_imm = {{12{imm_sign}}, imm_19_12, imm_20, imm_30_25, imm_24_21, 1'b0};
assign shamt_5 = id_instr[24:20];
assign rs1_valid = (opcode == 7'b1100111) || (opcode == 7'b1100011) || (opcode == 7'b0000011)
                        || (opcode == 7'b0100011) || (opcode == 7'b0110011) || (opcode == 7'b0010011);
assign rs2_valid = (opcode == 7'b1100011) || (opcode == 7'b0100011) || (opcode == 7'b0110011);
assign o_if_jmp_stall = jmp_stall;
assign o_if_jmp_pc = jmp_pc;
assign o_reg_r1_en = reg_r1_en;
assign o_reg_r2_en = reg_r2_en;
assign o_reg_r1 = rs1_idx;
assign o_reg_r2 = rs2_idx;
assign o_exec_op1 = exec_op1;
assign o_exec_op2 = exec_op2;
assign o_exec_type = exec_type;
assign o_exec_rd_en = exec_rd_en;
assign o_exec_rd = exec_rd;
assign o_exec_pc = exec_pc;
assign o_exec_ram_mask = exec_ram_mask;
assign o_exec_sign = exec_sign;
assign id_hazard_stall = (exec_rd_en) && (exec_rd != 0) &&
                (((rs1_valid) && (exec_rd == rs1_idx)) || ((rs2_valid) && (exec_rd == rs2_idx)));
assign exec_hazard_stall = (i_exec_rd_en) && (!i_exec_rd_ready) && (i_exec_rd != 0) &&
                (((rs1_valid) && (i_exec_rd == rs1_idx)) || ((rs2_valid) && (i_exec_rd == rs2_idx)));
assign exec_rd_rs1_ready = (i_exec_rd_en) && (i_exec_rd_ready) && (i_exec_rd != 0) && (rs1_valid) && (i_exec_rd == rs1_idx);
assign exec_rd_rs2_ready = (i_exec_rd_en) && (i_exec_rd_ready) && (i_exec_rd != 0) && (rs2_valid) && (i_exec_rd == rs2_idx);
assign mem_hazard_stall = (i_mem_rd_en) && (!i_mem_rd_ready) && (i_mem_rd != 0) &&
                (((rs1_valid) && (i_mem_rd == rs1_idx)) || ((rs2_valid) && (i_mem_rd == rs2_idx)));
assign mem_rd_rs1_ready = (i_mem_rd_en) && (i_mem_rd_ready) && (i_mem_rd != 0) && (rs1_valid) && (i_mem_rd == rs1_idx);
assign mem_rd_rs2_ready = (i_mem_rd_en) && (i_mem_rd_ready) && (i_mem_rd != 0) && (rs2_valid) && (i_mem_rd == rs2_idx);
assign hazard_stall = id_hazard_stall || exec_hazard_stall || mem_hazard_stall;
assign o_if_hazard_stall = hazard_stall;
assign r1_reg = (exec_rd_rs1_ready) ? i_exec_rd_reg : (mem_rd_rs1_ready) ? i_mem_rd_reg : i_reg_r1_reg;
assign r2_reg = (exec_rd_rs2_ready) ? i_exec_rd_reg : (mem_rd_rs2_ready) ? i_mem_rd_reg : i_reg_r2_reg;
always @ (posedge i_clk or posedge i_rst) begin
    if (i_rst) begin
        exec_rd <= 5'b0;
        exec_op1 <= {XLEN{1'b0}};
        exec_op2 <= {XLEN{1'b0}};
        exec_type <= 4'b0000;
        jmp_stall <= 1'b0;
        exec_rd_en <= 1'b0;
        exec_pc <= 0;
        jmp_pc <= 0;
        exec_ram_mask <= 0;
        exec_sign <= 0;
    end else if (hazard_stall) begin
        exec_rd <= 5'b0;
        exec_op1 <= {XLEN{1'b0}};
        exec_op2 <= {XLEN{1'b0}};
        exec_type <= 4'b0000;
        jmp_stall <= 1'b0;
        exec_rd_en <= 1'b0;
        exec_pc <= 0;
        jmp_pc <= 0;
        exec_ram_mask <= 0;
        exec_sign <= 0;
    end else begin
        exec_rd <= rd_idx;
        exec_pc <= i_if_pc;
        case(opcode)
        7'b0010011 :   begin
                    jmp_stall <= 1'b0;
                    exec_op1 <= r1_reg;
                    exec_rd_en <= 1'b1;
                    case(funct3)
                    3'b000: begin
                                exec_type <= 4'b0001;
                                exec_op2 <= i_imm;
                                end
                    3'b010:     begin
                                exec_type <= 4'b0011;
                                exec_op2 <= i_imm;
                                end
                    3'b011:    begin
                                exec_type <= 4'b0100;
                                exec_op2 <= i_imm;
                                end
                    3'b100:     begin
                                exec_type <= 4'b0101;
                                exec_op2 <= i_imm;
                                end
                    3'b110:      begin
                                exec_type <= 4'b0110;
                                exec_op2 <= i_imm;
                                end
                    3'b111:     begin
                                exec_type <= 4'b0111;
                                exec_op2 <= i_imm;
                                end
                    3'b001:     begin
                                exec_type <= 4'b1000;
                                exec_op2 <= shamt_5;
                                end
                    3'b101: begin
                                case(imm_30)
                                1'b0:    begin
                                        exec_type <= 4'b1001;
                                        end
                                1'b1:    begin
                                        exec_type <= 4'b1010;
                                        end
                                endcase
                                exec_op2 <= shamt_5;
                                end
                    endcase
                    end
        7'b0110111      : begin
                    jmp_stall <= 1'b0;
                    exec_op1 <= r1_reg;
                    exec_op2 <= u_imm;
                    exec_type <= 4'b0001;
                    exec_rd_en <= 1'b1;
                    end
        7'b0010111    : begin
                    jmp_stall <= 1'b0;
                    exec_op1 <= i_if_pc;
                    exec_op2 <= u_imm;
                    exec_type <= 4'b0001;
                    exec_rd_en <= 1'b1;
                    end
        7'b0110011       : begin
                    jmp_stall <= 1'b0;
                    exec_op1 <= r1_reg;
                    exec_op2 <= r2_reg;
                    exec_rd_en <= 1'b1;
                    case(funct3)
                    3'b000: begin
                                case(imm_30)
                                1'b0:    begin
                                        exec_type <= 4'b0001;
                                        end
                                1'b1:    begin
                                        exec_type <= 4'b0010;
                                        end
                                endcase
                                end
                    3'b010:     begin
                                exec_type <= 4'b0011;
                                end
                    3'b011:    begin
                                exec_type <= 4'b0100;
                                end
                    3'b100:     begin
                                exec_type <= 4'b0101;
                                end
                    3'b110:      begin
                                exec_type <= 4'b0110;
                                end
                    3'b111:     begin
                                exec_type <= 4'b0111;
                                end
                    3'b001:     begin
                                exec_type <= 4'b1000;
                                end
                    3'b101: begin
                                case(imm_30)
                                1'b0:    begin
                                        exec_type <= 4'b1001;
                                        end
                                1'b1:    begin
                                        exec_type <= 4'b1010;
                                        end
                                endcase
                                end
                    endcase
                    end
        7'b1101111      : begin
                    jmp_stall <= 1'b1;
                    jmp_pc <= j_imm + i_if_pc;
                    exec_type <= 4'b1011;
                    exec_rd_en <= 1'b1;
                    end
        7'b1100111     : begin
                    jmp_stall <= 1'b1;
                    jmp_pc <= j_imm + r1_reg;
                    exec_type <= 4'b1011;
                    exec_rd_en <= 1'b1;
                    end
        7'b1100011   : begin
                    exec_type <= 4'b0000;
                    exec_rd_en <= 1'b0;
                    case(funct3)
                    3'b000:    begin
                                jmp_stall <= (r1_reg == r2_reg);
                                jmp_pc <= i_if_pc + b_imm;
                                end
                    3'b001:    begin
                                jmp_stall <= (r1_reg != r2_reg);
                                jmp_pc <= i_if_pc + b_imm;
                                end
                    3'b100:    begin
                                jmp_stall <= ($signed(r1_reg) < $signed(r2_reg));
                                jmp_pc <= i_if_pc + b_imm;
                                end
                    3'b101:    begin
                                jmp_stall <= ($signed(r1_reg) >= $signed(r2_reg));
                                jmp_pc <= i_if_pc + b_imm;
                                end
                    3'b110:   begin
                                jmp_stall <= (r1_reg < r2_reg);
                                jmp_pc <= i_if_pc + b_imm;
                                end
                    3'b111:   begin
                                jmp_stall <= (r1_reg >= r2_reg);
                                jmp_pc <= i_if_pc + b_imm;
                                end
                    default:    begin
                                jmp_stall <= 1'b0;
                                jmp_pc <= 0;
                                end
                    endcase
                    end
        7'b0000011     : begin
                    jmp_stall <= 1'b0;
                    exec_type <= 4'b1100;
                    exec_rd <= rd_idx;
                    exec_rd_en <= 1'b1;
                    exec_op2 <= r1_reg + i_imm;
                    case(funct3)
                    3'b000:     begin
                                exec_ram_mask <= 4'b0001;
                                exec_sign <= 1'b1;
                                end
                    3'b001:     begin
                                exec_ram_mask <= 4'b0011;
                                exec_sign <= 1'b1;
                                end
                    3'b010:     begin
                                exec_ram_mask <= 4'b1111;
                                exec_sign <= 1'b0;
                                end
                    3'b100:    begin
                                exec_ram_mask <= 4'b0001;
                                exec_sign <= 1'b0;
                                end
                    3'b101:    begin
                                exec_ram_mask <= 4'b0011;
                                exec_sign <= 1'b0;
                                end
                    default:    begin
                                exec_ram_mask <= 4'b1111;
                                exec_sign <= 1'b0;
                                end
                    endcase
                    end
        7'b0100011    : begin
                    jmp_stall <= 1'b0;
                    exec_type <= 4'b1101;
                    exec_rd_en <= 1'b0;
                    exec_op1 <= r2_reg;
                    exec_op2 <= r1_reg + s_imm;
                    exec_sign <= 1'b0;
                    case(funct3)
                    3'b000:     begin
                                exec_ram_mask <= 4'b0001;
                                end
                    3'b001:     begin
                                exec_ram_mask <= 4'b0011;
                                end
                    3'b010:     begin
                                exec_ram_mask <= 4'b1111;
                                end
                    default:    begin
                                exec_ram_mask <= 4'b1111;
                                end
                    endcase
                    end
        default  :  begin
                    jmp_stall <= 1'b0;
                    exec_type <= 4'b0000;
                    exec_rd_en <= 1'b0;
                    end
        endcase
    end
end
endmodule
==> results.ini <==
[status]
status=completed

[synth]
top_cell=a21oi_1
ff_type=dfrtp_1
numSynthFlops=143
yosysWarnings=1
ys_seq_share_pct=24.0
largest_area_cell=dfrtp_1
synth_cell_types=88
top_cell_area_share_pct=24.0
syn_area_mm2=0.0149
ys_cells=1842
avgSynthCellArea_um2=8.11
area_leaders=dfrtp_1 24%, ha_1 10%, a21oi_1 6.9%
edf_count=0
ys_chip_area_mm2=0.0149
async_reset_ff_share_pct=100
syn_inst=1842
top_cells_by_count=206 x a21oi_1, 187 x o21ai_0, 154 x nand2_1

[pwr]
power.leakage_nw=8.44
powerDensity_mw_per_mm2=76.2
finalPower_mw=1.50
ir_drop_v=0.0000650

[clock_tree]
cts_resized=0
cts_setup_buffers=0
clockBufferDepth=2
cts_buffers=17
clkTransAtPathRegs_ps=70
h-tree-depth=4
cts_tree=yes
cts_sinks=143
insertion_delay_ps=440
hold_buffers=0
cts_root_buf=clkbuf_16

[sta]
tns_ps=0
slew_viol_final=0
slew_headroom_pct=31.9
finClkSkew_ps=12.3
period_used_pct=59.0
finalSetupViolCount=0
setup_slack_ps=6770
worst_pin_slew_ps=1010
fmax_mhz=103
hold_violations=0
timing.final.crit_period_ps=9730
rsz0062_at_grt=no

[setup_path]
arrival_ps=6430
r2r_slack_ps=10660
cpPeakStageDelay_ps=760
path_class=in2out
cp.required_ps=13200
startpoint_type=input port
cp-end-kind=primary output
crit_path_max_fanout=63
critPathSlowestCell=clkdlybuf4s50_1
crit_chain=clkdlybuf4s50_1 > nor2b_1 > nand3_1 > nor2_1 > a32oi_1 > nor3_1 > nor3_4 > buf_4 > inv_2 > clkdlybuf4s50_1
cpMostUsedCell=clkdlybuf4s50_1

[floorplanning]
core_area_mm2=0.0290
die_w_um=175
io_pins=365
row_count=62
fp_util_pct=51.5
die_area_mm2=0.0306
die_h_um=175

[place]
hpwl_um=48500
dpl_cell_area_mm2=0.0191
routabilityCongestion=1.12
io_buffer_count=362
pre_cts_slack_ps=6840

[drt]
dr.pass1.iters=5
wl_um=62700
first_iter_violations=1669
drt-met1-wl_um=24900
dr_wl_met3_um=6490
postRouteAntennaNets=0
wl_met2_um=28000
wl_per_cell_um=24.2
via_per_inst=6.46
drc_errors=0
top_layer_used=met4
vias=16700

[job]
cap_violations=0
warnings=26

[final_layout]
area_growth_pct=31.9
drive_gt1_share_pct=8.86
finalInstanceArea_mm2=0.0197

[grt]
grt_max_degree=68
grt_pass1_vias=15800
grt_pass1_wl_um=94500
grt-ovfl-total=0
track_usage_pct=41.9
antenna_found_initial=4

[min_path]
hold_class=reg2reg

==> metrics by stage <==
step	hold WS (ps)	instances	utilization (%)
2_1_floorplan	426	1843	-
3_3_place_gp	467	2554	65.9
3_5_place_dp	476	2554	65.9
4_1_cts	491	2586	67.8
5_1_grt	514	2590	67.9
6_report	485	2590	67.9
==> routing by layer <==
metal	vias to the layer above	global-route usage, %
met2	1072	63.7
met4	0	19.3
met1	7832	58.2
li1	7634	-
met5	-	0
met3	181	8.77
==> where the power goes <==
| group | leakage [nW] | switching [mW] | internal (mW) | total, mW |
|---|---|---|---|---|
| clock network | 0.277 | 0.177 | 0.215 | 0.391 |
| logic | 6.46 | 0.274 | 0.346 | 0.620 |
| registers | 1.71 | 0.0554 | 0.433 | 0.489 |
| total | 8.44 | 0.506 | 0.994 | 1.50 |
==> placed cells by master, fill, tap and decap left out, types with 29 or more instances in the layout <==
cell type / instances
nand2_1: 154
a21o_1: 58
dfrtp_1: 143
nor3_1: 30
mux2_2: 63
xnor2_1: 51
nor2b_1: 29
buf_4: 66
mux2i_1: 68
nor2_1: 116
inv_1: 41
o21ai_0: 187
clkdlybuf4s50_1: 362
o21ai_1: 37
a21oi_1: 206
ha_1: 123
and2_1: 39
==> worst max-delay path, delay by kind of cell <==
family	cells	cell delay [ps]
AND/OR/NAND/NOR	5	1290
buffers and inverters	4	1670
AND-OR/OR-AND	1	110
==> sequential cells by signal, summed over array words and instances, names as in the netlist, 3 cells and up <==
register / cells
jmp_pc: 32
exec_op2: 32
exec_type: 4
exec_op1: 32
exec_rd: 5
exec_ram_mask: 3
exec_pc: 32
==> cells by family after synthesis <==
kind of cell	synth area share (%)
AND-OR/OR-AND	30.0
AND/OR/NAND/NOR	17.1
buffers and inverters	4.16
flip-flops	24.0
multiplexers	9.46
adder cells (fa/ha/maj)	10.7
XOR/XNOR	4.58
other	0.0251
==> path summary, 6_finish.rpt <==
kind | startpoint | to | cells after the start
max | i_if_instr[5] | o_if_hazard_stall | 10
min | exec_op1[21]$_DFFE_PP0P_ | exec_op1[21]$_DFFE_PP0P_ | 2
max reg2reg | jmp_stall$_DFF_PP0_ | jmp_pc[29]$_DFFE_PP0P_ | 18
min reg2reg | exec_op1[21]$_DFFE_PP0P_ | exec_op1[21]$_DFFE_PP0P_ | 2
max in group asynchronous | i_rst | exec_op2[10]$_DFFE_PP0P_ | 4
min in group asynchronous | i_rst | jmp_pc[27]$_DFFE_PP0P_ | 2
==> layout make-up <==
cell class              instances  area (um^2)
fillers                      2241         9320
multi-input cells            1554        10800
clock inverters                13          128
clock buffers                  19          443
diodes                          4         10.0
flip-flops and latches        143         3580
well taps                     384          480
repair buffers                428         4120
inverters                      45          174
No activity file was given, so power comes from the tool's default toggle rates.
