**design/flow/config.mk**
```make
export PLATFORM = sky130hd
export DESIGN_NAME = nnrv_reg
export DESIGN_NICKNAME = nnrv_reg
export VERILOG_FILES = /design/flow/design.v
export SDC_FILE = /design/flow/constraint.sdc
export NUM_CORES = 4
export LEC_CHECK = 1
export CORE_UTILIZATION = 40
```
**design/flow/constraint.sdc**
```tcl
current_design nnrv_reg

set clk_period 26.3
set clk_io_pct 0.2

create_clock -name clk0 -period $clk_period [get_ports {i_clk}]

set non_clock_inputs [all_inputs -no_clocks]
set_input_delay [expr $clk_period * $clk_io_pct] -clock clk0 $non_clock_inputs
set_output_delay [expr $clk_period * $clk_io_pct] -clock clk0 [all_outputs]
```
**design/flow/design.v**
```verilog
`default_nettype none
module nnrv_reg
(
i_clk,
i_rst,
i_r1_en,
i_r1,
i_r2_en,
i_r2,
i_w_en,
i_w,
i_w_reg,
o_r1_reg,
o_r2_reg
);
parameter XLEN = 32;
parameter REG_NUM = 32;
input wire i_clk;
input wire i_rst;
input wire i_r1_en;
input wire [4:0] i_r1;
input wire i_r2_en;
input wire [4:0] i_r2;
input wire i_w_en;
input wire [4:0] i_w;
input wire [XLEN-1:0] i_w_reg;
output wire [XLEN-1:0] o_r1_reg;
output wire [XLEN-1:0] o_r2_reg;
reg [XLEN-1:0] regs [0:REG_NUM-1];
assign o_r1_reg = (i_r1_en) ? regs[i_r1] : {XLEN{1'b0}};
assign o_r2_reg = (i_r2_en) ? regs[i_r2] : {XLEN{1'b0}};
integer i;
initial
begin
    for (i = 0; i < REG_NUM; i = i + 1) begin
        regs[i] <= {XLEN{1'b0}};
    end
end
always @ (posedge i_clk or posedge i_rst) begin
    if (i_rst) begin
        for (i = 0; i < REG_NUM; i = i + 1) begin
            regs[i] <= {XLEN{1'b0}};
        end
    end else if (i_w_en && i_w) begin
            regs[i_w] <= i_w_reg;
    end
end
endmodule
```
**design/flow/run.sh**
```bash
#!/bin/bash
# OpenROAD 26Q1-2900-gdf79404cd8, Yosys 0.63+post, stock flow scripts
make -C /OpenROAD-flow-scripts/flow DESIGN_CONFIG=/design/flow/config.mk WORK_HOME=/design/flow/orfs finish
```
==> ds_physical_params.txt <==
Implementation parameters

Parameter                              Value

CTS
  Clock Tree Buf Depth .................. 3
  # clock sinks .................. ~1,000
  Post-cts resize count .................. 0
  Clock tree from TritonCTS .................. done
  Clock root buffer master .................. sky130_fd_sc_hd__clkbuf_16
  Total of hold buffers inserted after clock tree synthesis .................. 0
  Num CTS Buffers .................. 111
  Postcts setup bufs .................. 0
  Clock latency reported for the late side of the worst-skew pair .................. ~0.7 ns
  Worst-path clk slew .................. about 0.060 ns
  Htree depth .................. 3

Cells and area
  Area grow syn2layout .................. 13.34%
  Largest registers .................. regs x1024
  Top Layout Cells .................. sky130_fd_sc_hd__dfrtp_1 (1,024), sky130_fd_sc_hd__mux2_2 (1,004), sky130_fd_sc_hd__nand3_1 (922), sky130_fd_sc_hd__a22oi_1 (289), sky130_fd_sc_hd__buf_4 (259)
  Register with the most flip-flops .................. regs
  Non-filler cells, final .................. 6,741
  Finished Core Util .................. 0.4570
  Final design area excluding fillers .................. roughly 60,000 sq um
  Top logic cell by instance count in the layout .................. sky130_fd_sc_hd__dfrtp_1
  Max FFs per register .................. 1,024
  Fraction of layout cells with a size suffix above 1 .................. 0.3181

Placed design
  Post-Place Cells .................. between 6,000 and 7,000
  Dpl ws .................. 11.42 ns
  Port bufs .................. 115
  HPWL after detailed placement .................. 171.8 mm
  GP Congestion .................. approximately 1.1
  Standard cell area after detailed placement .................. about 57,000 sq um

Final timing
  Final tally of hold violations .................. 0
  Top achievable clock speed .................. approximately 65 MHz
  Final max-slew violation count .................. 0
  Final critical path time including I/O delays and setup .................. around 15 ns
  Hold Worst Slack .................. a little under 0.4 ns
  Worst relative slew slack .................. 0.1147
  Final cycle utilization of the critical path .................. 0.5829
  Count of final setup violators .................. 0
  PnR worst setup slack .................. 10.97 ns
  Sum of negative setup slack .................. 0 ns
  Setup Skew .................. 0 ns
  Slew @ Worst Pin .................. roughly 1.3 ns
  RSZ-0062 raised after global routing .................. no

Setup path
  Class of the most critical setup path .................. in -> out
  Data arrival time at the worst-slack endpoint .................. 10.07 ns
  Element type at the critical path end .................. primary output
  CP Cell Sequence .................. buf_2 -> buf_4 -> nor3b_2 -> buf_4 -> and2_1 -> buf_4 -> a2bb2oi_1 -> and4_1 -> a31oi_1 -> clkdlybuf4s50_1
  Element type at the critical path start .................. input pin
  Delay of the slowest cell on the worst path .................. around 1 ns
  Critical path's slowest cell .................. sky130_fd_sc_hd__nor3b_2
  Most numerous cell on the critical path .................. sky130_fd_sc_hd__buf_4
  Highest net fanout along the worst path .................. roughly 45
  Endpoint required time on the critical path .................. about 21 ns

Global routing
  Combined global-route utilization of all metal layers .................. 0.4231
  Number of antenna violations at the first check in global routing .................. 14
  Number of global-route vias before repair .................. roughly 48,000
  Wire length of the first global-routing pass .................. 385.0 mm
  Pin count of the biggest net entering global routing .................. between 100 and 150
  Grt total ovfl .................. 0

Floorplan
  Die width .................. 369.0 um
  Floorplan die height .................. around 370 um
  # rows .................. 134
  Share of the core filled by cells before placement .................. 0.4032
  Die footprint .................. ~140,000 sq um
  Io pins .................. between 100 and 150
  Core Region .................. approximately 130,000 sq um

Drt
  Drt wl/cell .................. between 40 and 50 um
  Number of nets still failing antenna checks after routing .................. 0
  Detailed-routing iteration count for the pre-antenna-repair pass .................. 27
  Total length of routed wires .................. 280.4 mm
  Vias per cell .................. between 7 and 8
  Number of vias in the routed layout .................. a little under 50,000
  Violation count after the first detailed-routing iteration .................. 6,861
  Number of remaining DRC errors .................. 0

Synthesis
  Dominant register cell .................. sky130_fd_sc_hd__dfrtp_1
  Average instance area after synthesis .................. 10.91 sq um
  Number of standard cells reported by yosys .................. slightly below 5,000
  Post-Synthesis Cells .................. between 4,000 and 5,000
  Post-synth cell types .................. 75
  Synth Cell Area .................. approximately 54,000 sq um
  Number of enable-type register cells in the synthesized netlist .................. 0
  Seq cells post-synth .................. slightly above 1,000
  Yosys synthesis chip area .................. about 54,000 sq um
  Share of async-settable or async-resettable flops after synthesis .................. 1.000
  Syn. warnings .................. 2
  Sequential element share of the synthesized area .................. 0.4756

Job
  Total tool warning count .................. 34
  Max-cap violations .................. 0

Pwr
  Power Dens Cells .................. around 75 nW/um^2
  Final total power .................. 4.559 mW
  Maximum VDD drop .................. 0.00007388 V
  Leakage Power .................. ~26 nW

Min path
  Class of the worst hold path .................. reg -> reg

Run status
  Result of the run .................. completed
[cell usage after synthesis, drive strengths merged, types with 5 or more instances]
cell        n  area (sq um)
nand2      37         141.4
nand3     925          4642
buf       304          1539
a2111oi    27         249.0
nand3b     13         126.4
o21ai      84         420.4
mux2i      12         120.1
a22o       77         674.4
and4       58         508.0
nor3       43         264.0
a221oi      9         78.83
and3b       7         61.31
nor2b      11         68.82
or2         5         31.28
nor3b      11         97.60
a31oi      63         394.1
a221o      10         100.1
a22oi     289          2170
a222oi     25         250.2
dfrtp    1024         25620
a21oi      22         110.1
nor2       83         419.2
clkbuf    257         964.7
or3         6         37.54
nand4     257          1608
inv         8         30.03
a211oi      5         37.54
mux2     1005         11320
and3      122         763.2
a32oi       7         61.31
nor4       60         375.4
nand2b     14         87.58
and2       12         75.08
[metal layers]
metal / GRT usage / share of wire / up-vias
li1: - / - / 18750
met1: 0.5107 / 0.33 / 24260
met2: 0.5384 / 0.38 / 4738
met3: 0.2882 / 0.19 / 1610
met4: 0.2849 / 0.093 / 33
met5: 0.02991 / 0.0022 / -
[final cells by class]
class                      count  area, sq um
fill                       12130        72560
multi-input combinational   3348        26100
sequential                  1024        25620
clock buffer                 158         3176
timing repair buffer         378         3115
tap                         1768         2212
clock inverter                45        779.5
inverter                       8        33.78
antenna                       12        30.03
[logic make-up after synthesis]
logic type,count (synthesis),synth area share
AND/OR/NAND/NOR,1675,0.1746
flip-flops,1024,0.4756
multiplexers,1018,0.2127
AND-OR/OR-AND,655,0.09012
buffers and inverters,569,0.04702
[final timing paths]
kind,endpoint,depth (start not counted),from,slack (ns)
worst max-delay path,o_r2_reg[11],10,i_r2[4],10.97
worst min-delay path,regs[0][6],0,regs[0][6],0.39
worst max register to register,regs[11][5],1,regs[11][5],25.32
worst min register to register,regs[0][6],0,regs[0][6],0.39
max in group asynchronous,regs[7][28],7,i_rst,17.72
min in group asynchronous,regs[21][24],3,i_rst,5.07
[report_power, final]
part           internal, mW  switching (mW)  leakage [nW]
clock network          1.03           0.692          1.93
logic                 0.314           0.341          10.5
registers              1.87           0.307          13.1
total                  3.22            1.34          25.5
[worst max-delay path, delay by kind of cell]
kind	cells	cell delay (ns)
AND-OR/OR-AND	2	0.81
buffers and inverters	5	2.17
AND/OR/NAND/NOR	3	1.70
Power is estimated from default activity; no workload was simulated.
